[flow/config.mk]
export PLATFORM = sky130hd
export DESIGN_NAME = fifo_flops
export DESIGN_NICKNAME = fifo_flops
export VERILOG_FILES = /design/flow/design.v
export SDC_FILE = /design/flow/constraint.sdc
export NUM_CORES = 4
export LEC_CHECK = 1
export CORE_UTILIZATION = 50
[flow/design.v]
interface bus_if #(parameter bits = 1, parameter drvrs = 4, parameter pckg_sz = 16)  
(input clk);
    logic rst;
    logic pndng [bits-1:0][drvrs-1:0];
    logic push [bits-1:0][drvrs-1:0];
    logic pop [bits-1:0][drvrs-1:0];
    logic [pckg_sz-1:0] D_pop [bits-1:0][drvrs-1:0];
    logic [pckg_sz-1:0] D_push [bits-1:0][drvrs-1:0];
endinterface
module dff_async_rst (
  input data,
  input clk,
  input reset,
  output reg q);
  always @ ( posedge clk or posedge reset)    
    if (reset) begin
      q <= 1'b0;
    end  else begin
      q <= data;
    end
endmodule
module dltch_async_rst (
  input data,
  input clk,
  input reset,
  output reg q);
  always @ (clk or reset or data)    
    if (reset) begin
      q <= 1'b0;
    end  else if (clk) begin
      q <= data;
    end
endmodule
module dltch (
  input data,
  input clk,
  output reg q);
  always @ (clk or data)    
    if (clk) begin
      q <= data;
    end
endmodule
module prll_d_reg #(parameter bits = 32)(
  input clk,
  input reset,
  input [bits-1:0] D_in,
  output [bits-1:0] D_out
);
  genvar i;
  generate
    for(i = 0; i < bits; i=i+1) begin:bit_
      dff_async_rst prll_regstr_(.data(D_in[i]),.clk(clk),.reset(reset),.q(D_out[i]));
    end
  endgenerate
endmodule
module prll_d_ltch_no_rst #(parameter bits = 32)(
  input clk,
  input [bits-1:0] D_in,
  output [bits-1:0] D_out
);
  genvar i;
  generate
    for(i = 0; i < bits; i=i+1) begin:bit_
      dltch prll_regstr_(.data(D_in[i]),.clk(clk),.q(D_out[i]));
    end
  endgenerate
endmodule
module prll_d_ltch #(parameter bits = 32)(
  input clk,
  input reset,
  input [bits-1:0] D_in,
  output [bits-1:0] D_out
);
  genvar i;
  generate
    for(i = 0; i < bits; i=i+1) begin:bit_
      dltch_async_rst prll_regstr_(.data(D_in[i]),.clk(clk),.reset(reset),.q(D_out[i]));
    end
  endgenerate
endmodule
module fifo_flops #(parameter depth = 16,parameter bits = 32)(
  input [bits-1:0] Din,
  output reg [bits-1:0] Dout,
  input push,
  input pop,
  input clk,
  output reg full,
  output reg pndng,
  input rst
);
  wire [bits-1:0] q[depth-1:0];
  reg [$clog2(depth):0] count;
  reg [bits-1:0] aux_mux [depth-1:0];
  reg [bits-1:0] aux_mux_or [depth-2:0];
  genvar i;
  generate
    for(i=0;i<depth;i=i+1)begin:_dp_
       if(i==0)begin: _dp2_
         prll_d_reg #(bits) D_reg(.clk(push),.reset(rst),.D_in(Din),.D_out(q[i]));
         always@(*)begin
           aux_mux[i]=(count==i+1)?q[i]:{bits{1'b0}};
         end    
       end else begin: _dp3_
         prll_d_reg #(bits) D_reg(.clk(push),.reset(rst),.D_in(q[i-1]),.D_out(q[i]));
         always@(*)begin
           aux_mux[i]=(count==i+1)?q[i]:{bits{1'b0}};
         end    
       end
    end
  endgenerate
  generate
  for(i=0;i<depth-2;i=i+1)begin:_nu_
    always@(*)begin
      aux_mux_or[i]=aux_mux[i] | aux_mux_or[i+1];
    end
  end
  endgenerate
  always@(*)begin
    aux_mux_or[depth-2] = aux_mux [depth-1]|aux_mux[depth-2];
    Dout=aux_mux_or[0];  
  end
  always@(posedge clk)begin
  if(rst) begin
    count <= 0;
  end else begin
    case({push,pop})
      2'b00: count <= count;
      2'b01: begin
        if(count == 0) begin
          count <= 0;
        end else begin
          count <=count - 1;
        end
      end
      2'b10:begin
         if(count == depth)begin
           count <= count;
         end else begin
           count <= count+1;
        end
      end
      2'b11: count <= count;
    endcase
  end
  pndng <= (count==0)?{1'b0}:{1'b1};
  full <=(count == depth)?{1'b1}:{1'b0};
end
endmodule
[flow/constraint.sdc]
current_design fifo_flops

set clk_period 6.4
set clk_io_pct 0.2

create_clock -name clk0 -period $clk_period [get_ports {clk}]
create_clock -name clk1 -period $clk_period [get_ports {push}]

set non_clock_inputs [all_inputs -no_clocks]
set_input_delay [expr $clk_period * $clk_io_pct] -clock clk0 $non_clock_inputs
set_output_delay [expr $clk_period * $clk_io_pct] -clock clk0 [all_outputs]
[flow/run.sh]
#!/bin/bash
# OpenROAD 26Q1-2900-gdf79404cd8, Yosys 0.63+post, stock flow scripts
make -C /OpenROAD-flow-scripts/flow DESIGN_CONFIG=/design/flow/config.mk WORK_HOME=/design/flow/orfs finish
==> impl_metrics.tcl <==
# implementation run metrics
set metrics [dict create \
    fa_ha_area_frac 0.00507 \
    rows 67 \
    yosysCellCount 1088 \
    end_kind "flop" \
    wl_per_cell_um 26.8 \
    regArea_sq_um 13000 \
    mux_share 0.0564 \
    grt_max_degree 143 \
    ys_ff 519 \
    tool_warnings 58 \
    crit_fanout 4 \
    io_buffers 68 \
    worst_pin_slew_ns 0.932 \
    hpwl_um 26700 \
    final-setup-viol-count 0 \
    fillers 2341 \
    post-cts-setup-buffer-count 0 \
    mostFrequentLayoutCells "512 x dfrtp_1, 84 x clkbuf_16, 68 x clkdlybuf4s50_1" \
    hold_class "flop to flop" \
    synthAoiAreaFrac 0.111 \
    ios 70 \
    ff2ff_path_depth 9 \
    powerDensity_nw_per_um2 445 \
    worstHoldStart "_dp_[8]._dp3_.D_reg.bit_[28].prll_regstr_.q" \
    die_w_um 188 \
    ys_warn_count 6 \
    drive_gt1_frac 0.157 \
    syn_inst 1088 \
    first_global_vias 11500 \
    stdcell_area_sq_um 21200 \
    area_growth_pct 22.4 \
    edf_count 0 \
    antenna_cells 0 \
    drv_cap 0 \
    grt.total_usage 0.290 \
    cp-endpoint "count[3]" \
    syn_avg_cell_area_sq_um 15.9 \
    p_leak_uw 0.00895 \
    first_pass_iters 8 \
    num_vias 10400 \
    crit_type "clock port to flop" \
    netlist_area_sq_um 17300 \
    yosys_area_sq_um 17300 \
    total_power_uw 9420 \
    relSlewSlack 0.378 \
    antenna_found_initial 1 \
    postSynthSeqShare 0.749 \
    finClkSkew_ns 0.0199 \
    worst-endpoint-arrival_ns 5.95 \
    status "completed" \
    hold_viol_final 0 \
    die-area_sq_um 35300 \
    layout_top_cell "dfrtp_1" \
    core_area_sq_um 33800 \
    synthXorXnorAreaFrac 0 \
    drt_iter0_markers 791 \
    cts_hold_buffers 0 \
    rsz0062_at_grt "no" \
    wl_um 45700 \
    gp_congestion 0.903 \
    final_cells 1707 \
    simple_gate_area_frac 0.0554 \
    dpl_cell_area_sq_um 18600 \
    cts_resized 0 \
    topCombFamilyByArea "AND-OR/OR-AND gates" \
    drc 0 \
    required_ns 6.58 \
    dp_cells 1575 \
    grt-ovfl-total 0 \
    utilization 0.626 \
    grt_pass1_wl_um 70000 \
    timing.rr.start "count[3]" \
    clk_pin_slew_worst_paths_ns 0.06 \
    start_kind "clock port" \
    synthFlopType "dfrtp_1" \
    reg2reg_to "count[3]" \
    initCoreUtil 0.512 \
    detail-route-antenna-nets 0 \
    tritoncts "done" \
    ir_drop_uv 271 \
    worstSetupStartpoint "push" \
    reg2reg_slack_ns 3.24 \
    vias_per_cell 6.12 \
    synth_cell_types 64 \
    mi_logic_area_sq_um 4010 \
    die_y_um 188 \
    finalMaxSlewViolations 0 \
    async_reset_ff_frac 0.987 \
]
-- power breakdown --
group          leakage (uW)  internal [uW]  switching (uW)
sequential          0.00603           3470             169
combinational       0.00161            797             982
clock               0.00131           2520            1480
-- sequential cells by signal, summed over array words and instances, names as in the netlist --
signal                                cells
_dp_._dp3_.D_reg.bit_.prll_regstr_.q    480
_dp_._dp2_.D_reg.bit_.prll_regstr_.q     32
count                                     5
full                                      1
pndng                                     1
-- cell usage after synthesis (3+ instances only) --
cell / n / area (sq um)
dfrtp_1: 512 / 12800
mux2i_1: 66 / 661
a22oi_1: 57 / 428
a22o_1: 36 / 315
a221oi_1: 31 / 272
nand2_1: 31 / 116
clkbuf_1: 27 / 101
buf_2: 24 / 120
nand3_1: 22 / 110
o22ai_1: 21 / 131
a21oi_1: 17 / 85.1
nand3b_1: 17 / 128
mux2_2: 14 / 158
nor2_1: 14 / 52.6
inv_1: 12 / 45.0
nand4_1: 12 / 75.1
o21ai_0: 12 / 60.1
a2bb2oi_1: 11 / 96.3
buf_4: 11 / 82.6
nor2b_1: 11 / 68.8
o2bb2ai_1: 11 / 96.3
a222oi_1: 7 / 70.1
dfxtp_1: 7 / 140
ha_1: 7 / 87.6
mux4_2: 7 / 158
a211oi_1: 6 / 45.0
and4b_1: 6 / 60.1
or3b_2: 6 / 52.6
a32oi_1: 5 / 43.8
a32o_1: 4 / 40.0
buf_6: 4 / 45.0
nor4_1: 4 / 25.0
nor4bb_1: 4 / 40.0
or3_1: 4 / 25.0
a211o_1: 3 / 26.3
nand2b_1: 3 / 18.8
nor3b_1: 3 / 22.5
o2111ai_1: 3 / 26.3
o31ai_1: 3 / 22.5
-- worst min path at each step --
stage	endpoint	slack (ns)	depth (start not counted)
6_report	_dp_[9]._dp3_.D_reg.bit_[28].prll_regstr_.q	0.36	0
5_1_grt	_dp_[9]._dp3_.D_reg.bit_[28].prll_regstr_.q	0.37	0
4_1_cts	_dp_[9]._dp3_.D_reg.bit_[28].prll_regstr_.q	0.36	0
-- per-layer routing --
layer,wire (um),up-vias,global-route usage
li1,-,4314,-
met1,19300,5447,0.460
met4,1900,2,0.108
met5,13,-,0.00275
met2,19800,543,0.379
met3,4750,143,0.130
-- worst max-delay path, cell delays in order --
cell and delay, ns:
clkbuf_16 0.12, clkbuf_16 0.13, clkbuf_16 0.13, clkbuf_16 0.13
clkbuf_16 0.14, clkbuf_16 0.13, clkbuf_16 0.13, ha_1 0.25
clkbuf_16 0.17, clkbuf_16 0.14, clkbuf_16 0.14, nor2b_1 0.21
clkbuf_16 0.19, clkbuf_16 0.12, o21ai_0 0.09, a311oi_1 0.36
a31o_2 0.15
-- logic make-up after synthesis --
| group | count (synthesis) |
|---|---|
| multiplexers | 87 |
| buffers and inverters | 79 |
| adder cells (fa/ha/maj) | 7 |
| AND-OR/OR-AND | 245 |
| AND/OR/NAND/NOR | 151 |
| flip-flops | 519 |
-- through the flow --
step | setup WS (ns) | hold WS (ns) | setup TNS [ns]
2_1_floorplan | -3.62 | 0.299 | -946.60
3_3_place_gp | 1.84 | 0.300 | 0
3_5_place_dp | 1.85 | 0.300 | 0
4_1_cts | 0.573 | 0.359 | 0
5_1_grt | 0.570 | 0.374 | 0
6_report | 0.628 | 0.363 | 0
-- final cells by class --
class	instances	area share
Clock inverter	19	0.0102
Clock buffer	114	0.111
Multi-Input combinational cell	490	0.189
Timing Repair Buffer	106	0.0480
Sequential cell	519	0.612
Inverter	11	0.00213
Tap cell	448	0.0265
Power figures rest on the tool's default switching activity, not on a simulated workload.
